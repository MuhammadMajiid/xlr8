[flow/run.sh]
#!/bin/bash
# OpenROAD 26Q1-2900-gdf79404cd8, Yosys 0.63+post, stock flow scripts
make -C /OpenROAD-flow-scripts/flow DESIGN_CONFIG=/design/flow/config.mk WORK_HOME=/design/flow/orfs finish
[flow/config.mk]
export PLATFORM = sky130hd
export DESIGN_NAME = image_core
export DESIGN_NICKNAME = image_core
export VERILOG_FILES = /design/flow/design.v
export SDC_FILE = /design/flow/constraint.sdc
export NUM_CORES = 4
export LEC_CHECK = 1
export CORE_AREA = 10 10 92 92
export DIE_AREA = 0 0 102 102
[flow/constraint.sdc]
current_design image_core

set clk_period 2.9
set clk_io_pct 0.2

create_clock -name clk0 -period $clk_period [get_ports {i_clk}]

set non_clock_inputs [all_inputs -no_clocks]
set_input_delay [expr $clk_period * $clk_io_pct] -clock clk0 $non_clock_inputs
set_output_delay [expr $clk_period * $clk_io_pct] -clock clk0 [all_outputs]
[flow/design.v]
module image_core #(parameter DWIDTH = 32)
(
    input  wire i_arst_n,
    input  wire i_clk,
    input  wire [DWIDTH-1:0] s_axis_data,
    input  wire s_axis_valid,
    output wire s_axis_ready,
    output reg  [DWIDTH-1:0] m_axis_data,
    output reg  m_axis_valid,
    input  wire m_axis_ready
);
integer i;
always @(posedge i_clk) begin
    if (s_axis_valid & s_axis_ready) begin
        for (i=0; i<(DWIDTH/8) ; i=i+1) begin
            m_axis_data[i*8+:8] <= 255 - s_axis_data[i*8+:8];
        end
    end
end
always @(posedge i_clk) begin
    m_axis_valid <= s_axis_valid;
end
assign s_axis_ready = m_axis_ready;
endmodule
==> flow_summary.toml <==
# generated from flow reports
[run_status]
status = "completed"

[placement]
placed_cells = 212
gp_routability_congestion = 0.7005
place_area_um2 = 1892
portBuffers = 68

[global_route]
grt_max_degree = 33
track_usage = 0.05353
grt_pass1_wl_um = 4195
antenna_found_initial = 0
grt_pass1_vias = 777
grt_overflow_total = 0

[setup_path]
cp-startpoint = "m_axis_ready"
cpMostUsedCell = "clkdlybuf4s50_1"
cp.arrival_ps = 1510
crit_type = "in2out"
cp.required_ps = 2320
path_delay_family = "buffers and inverters"
crit_path_max_fanout = 2
startpoint_type = "input port"
cp_cell_sequence = "clkdlybuf4s50_1 > clkdlybuf4s50_1"
slowest_stage = "clkdlybuf4s50_1"
cp.buffers_inverters = 2
slowest_delay_ps = 470
end_kind = "primary output"
path_depth = 2

[synth]
synth-seq-area-share = 0.8799
ys_sh_aoi = 0
yosys_area_um2 = 1115
fa_ha_area_frac = 0
syn_inst = 67
synth_cell_types = 5
ys_cells = 67
avgSynthCellArea_um2 = 16.64
ys_warn_count = 1
numSynthFlops = 33
top_logic_kind = "buffers and inverters"
netlist_area_um2 = 1115
ys_sh_xor = 0
simple_gate_area_frac = 0.005612
mux_share = 0

[finish]
syn2layout_area_growth_pct = 76.88
regArea_um2 = 980.9
fin_area_um2 = 1972
post-route-util = 0.3053
layout_top_cells = "clkdlybuf4s50_1 (68), inv_1 (32), edfxtp_1 (32), clkbuf_8 (5), clkbuf_1 (3)"
mi_logic_area_um2 = 6.256
lay_top_count = "clkdlybuf4s50_1"
nFillCells = 663
fin_cells = 220
final_layout_size_suffix_gt1_frac = 0.04196

[routing]
viasPerCell = 3.255
finalWirelength_um = 2919
antenna_cells = 0
drcViolationCount = 0
drt_iter0_drc = 13
dr.pass1.iters = 2
ant_nets = 0
vias = 716
routedWlPerCell_um = 13.27

[sta]
worst_pin_slew_ps = 400.0
period_needed_ps = 2094
rsz0062_at_grt = "no"
slew_viol_final = 0
fin_setup_tns_ps = 0
slew_headroom = 0.7333
setup_violations = 0
fmax_ghz = 0.4776
timing.final.crit_share = 0.7220
final_hold_viol_count = 0

[clocking]
cts_tree = "yes"
htree_levels = 2
ctsHoldBuffers = 0
cts-root-buf = "clkbuf_8"
clockBufferDepth = 2
cts-resized-gates = 0
cts_setup_buffers = 0
numCtsBuffers = 5
clock_sinks = 33
clk_pin_slew_worst_paths_ps = 60

[pwr]
power_switching_uw = 173.6
p_leak_nw = 0.7926
pwr-share-seq = 0.570
clockPowerShare = 0.311
share_comb_of_total_power = 0.119
power_density_nw_per_um2 = 503.9
swShare = 0.1747
p_total_uw = 993.7
p_int_uw = 820.1
irDropWorstVdd_mv = 0.1902

[worst_hold_path]
hold_depth = 1
min_from = "s_axis_valid"
min_path_type = "in2reg"

[floorplanning]
fp_util = 0.1726
core_area_um2 = 6459
num_rows = 29
chipArea_um2 = 10400
dieHeight_um = 102
die_w_um = 102
ios = 70

[run]
warnings = 26
drv_cap = 0
==> synthesized netlist by cell type <==
cell / n / area share
edfxtp_1: 32 / 0.86
inv_1: 32 / 0.11
and2_1: 1 / 0.0056
buf_4: 1 / 0.0067
dfxtp_1: 1 / 0.018
==> kinds of logic after synthesis <==
family                 after synthesis
buffers and inverters               33
and+or+nand+nor                      1
DFF                                 33
==> routing by layer <==
metal	vias to the layer above	track usage	wire length (µm)	part of all wire
met1	325	0.05506	1028	0.35
met5	-	0	0	0
met4	0	0.004338	0	0
met3	0	0.03613	397	0.14
met2	42	0.09235	1492	0.51
li1	349	-	-	-
==> flip-flops by register name, indices dropped and copies added, names as in the netlist <==
| signal | cells |
|---|---|
| m_axis_data | 32 |
| m_axis_valid | 1 |
==> per-stage QoR <==
stage,worst slack [ps],hold slack [ps]
floorplan,1133,607.7
global placement,796.8,1059
detailed placement,802.3,1062
CTS,797.1,767.2
global route,758.6,778.8
finish,806.3,778.4
==> final cells by class <==
cell class | instances | share of cell area
clock buffer | 8 | 0.04061
multi-input combinational | 1 | 0.003173
timing repair buffer | 69 | 0.3490
inverter | 32 | 0.06091
sequential | 33 | 0.4975
tap | 77 | 0.04886
==> power by group through the flow <==
| stage | clock network (mW) | registers (mW) | logic [mW] |
|---|---|---|---|
| finish | 0.309 | 0.566 | 0.119 |
| global route | 0.343 | 0.569 | 0.129 |
| CTS | 0.325 | 0.567 | 0.123 |
==> final timing paths <==
| path | slack [ps] | end |
|---|---|---|
| min | 780 | m_axis_valid |
| max | 810 | s_axis_ready |
Power is estimated from default activity; no workload was simulated.
