[flow/design.v]
`timescale 1ns / 1ps
module char_rom(
    input wire [6:0] ascii_char,
    output wire [63:0] gdram_char
  );
  reg [63:0] mem [127:0];  
  initial
  begin
    mem[0] = 'h0000000000000000;
    mem[1] = 'h0000000000000000;
    mem[2] = 'h0000000000000000;
    mem[3] = 'h0000000000000000;
    mem[4] = 'h0000000000000000;
    mem[5] = 'h0000000000000000;
    mem[6] = 'h0000000000000000;
    mem[7] = 'h0000000000000000;
    mem[8] = 'h0000000000000000;
    mem[9] = 'h0000000000000000;
    mem[10] = 'h0000000000000000;
    mem[11] = 'h0000000000000000;
    mem[12] = 'h0000000000000000;
    mem[13] = 'h0000000000000000;
    mem[14] = 'h0000000000000000;
    mem[15] = 'h0000000000000000;
    mem[16] = 'h0000000000000000;
    mem[17] = 'h0000000000000000;
    mem[18] = 'h0000000000000000;
    mem[19] = 'h0000000000000000;
    mem[20] = 'h0000000000000000;
    mem[21] = 'h0000000000000000;
    mem[22] = 'h0000000000000000;
    mem[23] = 'h0000000000000000;
    mem[24] = 'h0000000000000000;
    mem[25] = 'h0000000000000000;
    mem[26] = 'h0000000000000000;
    mem[27] = 'h0000000000000000;
    mem[28] = 'h0000000000000000;
    mem[29] = 'h0000000000000000;
    mem[30] = 'h0000000000000000;
    mem[31] = 'h0000000000000000;
    mem[32] = 'h0000000000000000;
    mem[33] = 'h0000005f00000000;
    mem[34] = 'h0000030003000000;
    mem[35] = 'h643c26643c262400;
    mem[36] = 'h2649497f49493200;
    mem[37] = 'h4225120824522100;
    mem[38] = 'h20504e5522582800;
    mem[39] = 'h0000000300000000;
    mem[40] = 'h00001c2241000000;
    mem[41] = 'h00000041221c0000;
    mem[42] = 'h0015150e0e151500;
    mem[43] = 'h0008083e08080000;
    mem[44] = 'h0000005030000000;
    mem[45] = 'h0008080808080000;
    mem[46] = 'h0000004000000000;
    mem[47] = 'h4020100804020100;
    mem[48] = 'h003e4141413e0000;
    mem[49] = 'h0000417f40000000;
    mem[50] = 'h00426151496e0000;
    mem[51] = 'h0022414949360000;
    mem[52] = 'h001814127f100000;
    mem[53] = 'h0027494949710000;
    mem[54] = 'h003c4a4948700000;
    mem[55] = 'h004321110d030000;
    mem[56] = 'h0036494949360000;
    mem[57] = 'h00060949291e0000;
    mem[58] = 'h0000001200000000;
    mem[59] = 'h0000005230000000;
    mem[60] = 'h0000081414220000;
    mem[61] = 'h0014141414141400;
    mem[62] = 'h0000221414080000;
    mem[63] = 'h0002015905020000;
    mem[64] = 'h3e415d554d512e00;
    mem[65] = 'h407c4a094a7c4000; 
    mem[66] = 'h417f494949493600; 
    mem[67] = 'h1c22414141412200; 
    mem[68] = 'h417f414141221c00; 
    mem[69] = 'h417f49495d416300; 
    mem[70] = 'h417f49091d010300; 
    mem[71] = 'h1c224149493a0800; 
    mem[72] = 'h417f0808087f4100; 
    mem[73] = 'h0041417F41410000; 
    mem[74] = 'h304041413F010100; 
    mem[75] = 'h417f080c12614100; 
    mem[76] = 'h417f414040406000; 
    mem[77] = 'h417f420c427f4100; 
    mem[78] = 'h417f420c117f0100; 
    mem[79] = 'h1c22414141221c00; 
    mem[80] = 'h417f490909090600; 
    mem[81] = 'h0c12212161524c00; 
    mem[82] = 'h417f090919694600; 
    mem[83] = 'h6649494949493300; 
    mem[84] = 'h0301417f41010300; 
    mem[85] = 'h013f4140413f0100; 
    mem[86] = 'h010f3140310f0100; 
    mem[87] = 'h011f6114611f0100; 
    mem[88] = 'h4141360836414100; 
    mem[89] = 'h0103447844030100; 
    mem[90] = 'h4361514945436100; 
    mem[91] = 'h00007f4141000000;
    mem[92] = 'h0102040810204000;
    mem[93] = 'h000041417f000000;
    mem[94] = 'h0004020101020400;
    mem[95] = 'h0040404040404000;
    mem[96] = 'h0001020000000000;
    mem[97] = 'h00344a4a4a3c4000;
    mem[98] = 'h00413f4848483000;
    mem[99] = 'h003c424242240000;
    mem[100] = 'h00304848493f4000;
    mem[101] = 'h003c4a4a4a2c0000;
    mem[102] = 'h0000487e49090000;
    mem[103] = 'h00264949493f0100;
    mem[104] = 'h417f480444784000;
    mem[105] = 'h0000447d40000000;
    mem[106] = 'h000040443d000000;
    mem[107] = 'h417f101824424200;
    mem[108] = 'h0040417f40400000;
    mem[109] = 'h427e027c027e4000;
    mem[110] = 'h427e4402427c4000;
    mem[111] = 'h003c4242423c0000;
    mem[112] = 'h00417f4909090600;
    mem[113] = 'h00060909497f4100;
    mem[114] = 'h00427e4402020400;
    mem[115] = 'h00644a4a4a360000;
    mem[116] = 'h00043f4444200000;
    mem[117] = 'h00023e4040227e40;
    mem[118] = 'h020e3240320e0200;
    mem[119] = 'h021e6218621e0200;
    mem[120] = 'h4262140814624200;
    mem[121] = 'h0143453805030100;
    mem[122] = 'h004662524a466200;
    mem[123] = 'h0000083641000000;
    mem[124] = 'h0000007f00000000;
    mem[125] = 'h0000004136080000;
    mem[126] = 'h0018080810101800;
    mem[127] = 'hAA55AA55AA55AA55;
  end
  assign gdram_char = mem[ascii_char];
endmodule
module delay_gen
  #(
     parameter CLK_FREQ = 100_000_000,
     parameter NEW_FREQ = 500
   )
   (
     input wire clk,
     input wire arst_n,
     input wire del_en,
     output reg delay
   );
  localparam ticks = CLK_FREQ/NEW_FREQ;
  reg [($clog2(ticks)-1):0] tck_cnt;
  always @(posedge clk, negedge arst_n)
  begin
    if (!arst_n) tck_cnt <= 'd0;
    else
    begin
      if (del_en && (tck_cnt != ticks)) tck_cnt <= tck_cnt + 1;
      else tck_cnt <= 'd0;
    end
  end
  always @(posedge clk, negedge arst_n)
  begin
    if (!arst_n) delay <= 1'b0;
    else
    begin
      if (del_en && (tck_cnt == ticks)) delay <= 1'b1;
      else delay <= 1'b0;
    end
  end
endmodule
module oled_cntrl #(
    parameter CLK_FREQ = 100_000_000,
    parameter NEW_FREQ = 500
  )
  (
    input wire i_clk,
    input wire i_arst_n,
    input wire [6:0] data,
    input wire data_valid,
    output reg done,
    output reg o_oled_vdd,
    output reg o_oled_vbat,
    output reg o_oled_rst_n,
    output reg o_oled_dc_n,
    output wire o_oled_sclk,
    output wire o_oled_sdin
  );
  wire spi_done;
  reg [7:0] spi_data;
  reg spi_vdata;
  reg del_en;
  wire delay;
  reg [1:0] pg_no;
  wire [63:0] oled_data;
  reg [3:0] byte_cnt;
  reg [7:0] colmn_addr;
  reg [4:0] state, state_nxt;
  localparam IDLE = 'd0,
             DISP_OFF = 'd1,
             DELAY = 'd2,
             RM_RESET = 'd3,
             CHARGE_PUMP0 = 'd4,
             CHARGE_PUMP1 = 'd5,
             PRE_CHARGE0 = 'd6,
             PRE_CHARGE1 = 'd7,
             SPI_DEL = 'd8,
             VBAT_ON = 'd9,
             CONTRAST0 = 'd10,
             CONTRAST1 = 'd11,
             SEG_REMAP = 'd12,
             SCAN_DIR = 'd13,
             COM0 = 'd14,
             COM1 = 'd15,
             DISP_ON = 'd16,
             PG_ADDR0 = 'd17,
             PG_ADDR1 = 'd18,
             PG_ADDR2 = 'd19,
             COL_ADDR = 'd20,
             DONE = 'd21,
             SEND = 'd22;
  always @(posedge i_clk, negedge i_arst_n)
  begin
    if (!i_arst_n)
    begin
      state <= IDLE;
      state_nxt <= IDLE;
      o_oled_vdd <= 1'b0;
      o_oled_vbat <= 1'b0;
      o_oled_rst_n <= 1'b1;
      o_oled_dc_n <= 1'b1;
      del_en <= 1'b0;
      spi_data <= 8'h00;
      spi_vdata <= 1'b0;
      pg_no     <= 2'b0;
      done <= 1'b0;
      colmn_addr <= 8'b0;
      byte_cnt <= 4'd0;
    end
    else
    begin
      case (state)
        IDLE :
        begin
          o_oled_vdd <= 1'b1;
          o_oled_vbat <= 1'b1;
          o_oled_rst_n <= 1'b1;
          o_oled_dc_n <= 1'b0;
          del_en <= 1'b0;
          state <= DELAY;
          state_nxt <= DISP_OFF;
        end
        DELAY :
        begin
          del_en <= 1'b1;
          if (delay)
          begin
            state  <= state_nxt;
            del_en <= 1'b0;
          end
        end
        DISP_OFF :
        begin
          spi_data <= 8'hAE;
          spi_vdata <= 1'b1;
          if (spi_done)
          begin
            spi_vdata <= 1'b0;
            o_oled_rst_n <= 1'b0;
            state <= DELAY;
            state_nxt <= RM_RESET;
          end
        end
        RM_RESET :
        begin
          o_oled_rst_n <= 1'b1;
          state <= DELAY;
          state_nxt <= CHARGE_PUMP0;
        end
        CHARGE_PUMP0 :
        begin
          spi_data <= 8'h8D;
          spi_vdata <= 1'b1;
          if (spi_done)
          begin
            spi_vdata <= 1'b0;
            state <= SPI_DEL;
            state_nxt <= CHARGE_PUMP1;
          end
        end
        CHARGE_PUMP1 :
        begin
          spi_data <= 8'h14;
          spi_vdata <= 1'b1;
          if (spi_done)
          begin
            spi_vdata <= 1'b0;
            state <= SPI_DEL;
            state_nxt <= PRE_CHARGE0;
          end
        end
        SPI_DEL :
        begin
          if (!spi_done)
          begin
            state <= state_nxt;
          end
        end
        PRE_CHARGE0 :
        begin
          spi_data <= 8'hD9;
          spi_vdata <= 1'b1;
          if (spi_done)
          begin
            spi_vdata <= 1'b0;
            state <= SPI_DEL;
            state_nxt <= PRE_CHARGE1;
          end
        end
        PRE_CHARGE1 :
        begin
          spi_data <= 8'hF1;
          spi_vdata <= 1'b1;
          if (spi_done)
          begin
            spi_vdata <= 1'b0;
            state <= SPI_DEL;
            state_nxt <= CONTRAST0;
          end
        end
        CONTRAST0 :
        begin
          spi_data <= 8'h81;
          spi_vdata <= 1'b1;
          if (spi_done)
          begin
            spi_vdata <= 1'b0;
            state <= SPI_DEL;
            state_nxt <= CONTRAST1;
          end
        end
        CONTRAST1 :
        begin
          spi_data <= 8'hFF;
          spi_vdata <= 1'b1;
          if (spi_done)
          begin
            spi_vdata <= 1'b0;
            state <= SPI_DEL;
            state_nxt <= SEG_REMAP;
          end
        end
        SEG_REMAP :
        begin
          spi_data <= 8'hA0;
          spi_vdata <= 1'b1;
          if (spi_done)
          begin
            spi_vdata <= 1'b0;
            state <= SPI_DEL;
            state_nxt <= SCAN_DIR;
          end
        end
        SCAN_DIR :
        begin
          spi_data <= 8'hC0;
          spi_vdata <= 1'b1;
          if (spi_done)
          begin
            spi_vdata <= 1'b0;
            state <= SPI_DEL;
            state_nxt <= COM0;
          end
        end
        COM0 :
        begin
          spi_data <= 8'hDA;
          spi_vdata <= 1'b1;
          if (spi_done)
          begin
            spi_vdata <= 1'b0;
            state <= SPI_DEL;
            state_nxt <= COM1;
          end
        end
        COM1 :
        begin
          spi_data <= 8'h00;  
          spi_vdata <= 1'b1;
          if (spi_done)
          begin
            spi_vdata <= 1'b0;
            state <= SPI_DEL;
            state_nxt <= DISP_ON;
          end
        end
        DISP_ON :
        begin
          spi_data <= 8'hAF;
          spi_vdata <= 1'b1;
          if (spi_done)
          begin
            spi_vdata <= 1'b0;
            state <= SPI_DEL;
            state_nxt <= PG_ADDR0;
          end
        end
        PG_ADDR0 :
        begin
          spi_data <= 8'h22;  
          spi_vdata <= 1'b1;
          o_oled_dc_n <= 1'b0;
          if (spi_done)
          begin
            spi_vdata <= 1'b0;
            state <= SPI_DEL;
            state_nxt <= PG_ADDR1;
          end
        end
        PG_ADDR1 :
        begin
          spi_data <= pg_no;  
          spi_vdata <= 1'b1;
          if (spi_done)
          begin
            spi_vdata <= 1'b0;
            state <= SPI_DEL;
            pg_no <= pg_no + 1;
            state_nxt <= PG_ADDR2;
          end
        end
        PG_ADDR2 :
        begin
          spi_data <= pg_no;  
          spi_vdata <= 1'b1;
          if (spi_done)
          begin
            spi_vdata <= 1'b0;
            state <= SPI_DEL;
            state_nxt <= COL_ADDR;
          end
        end
        COL_ADDR :
        begin
          spi_data <= 8'h10;  
          spi_vdata <= 1'b1;
          if (spi_done)
          begin
            spi_vdata <= 1'b0;
            state <= SPI_DEL;
            state_nxt <= DONE;
          end
        end
        DONE :
        begin
          done <= 1'b0;
          if (data_valid && (colmn_addr != 128) && (!done))
          begin
            state <= SEND;
            byte_cnt <= 4'd8;
          end
          else if (data_valid && (colmn_addr == 128) && (!done))
          begin
            state <= PG_ADDR0;
            colmn_addr <= 8'b0;
            byte_cnt <= 4'd8;
          end
        end
        SEND :
        begin
          spi_data <= oled_data[(byte_cnt*8-1)-:8];
          spi_vdata <= 1'b1;
          o_oled_dc_n <= 1'b1;
          if(spi_done)
          begin
            colmn_addr <= colmn_addr + 1;
            spi_vdata <= 1'b0;
            state <= SPI_DEL;
            if(byte_cnt != 1)
            begin
              byte_cnt <= byte_cnt - 1;
              state_nxt <= SEND;
            end
            else
            begin
              state_nxt <= DONE;
              done <= 1'b1;
            end
          end
        end
      endcase
    end
  end
  delay_gen # (
              .CLK_FREQ(CLK_FREQ),
              .NEW_FREQ(NEW_FREQ)
            )
            delay_gen_inst (
              .clk(i_clk),
              .arst_n(i_arst_n),
              .del_en(del_en),
              .delay(delay)
            );
  spi_cntrl  spi_cntrl_inst (
               .clk(i_clk)
               ,.arst_n(i_arst_n)
               ,.din(spi_data)
               ,.din_valid(spi_vdata)
               ,.sclk(o_oled_sclk)
               ,.sdin(o_oled_sdin)
               ,.sdone(spi_done)
             );
  char_rom  char_rom_inst (
              .ascii_char(data),
              .gdram_char(oled_data)
            );
endmodule
module spi_cntrl (
    input wire clk,        
    input wire arst_n,     
    input wire [7:0] din,  
    input wire din_valid,  
    output wire sclk,      
    output reg sdin,      
    output reg sdone      
  );
  reg [2:0] tck_cnt;
  reg spi_clk;
  always @(posedge clk, negedge arst_n)
  begin
    if (~arst_n)
    begin
      spi_clk  <= 1'b1;
      tck_cnt  <= 3'b0;
    end
    else
    begin
      if (tck_cnt == 4)
      begin
        spi_clk <= ~spi_clk;
        tck_cnt <= 3'b0;
      end
      else
      begin
        tck_cnt <= tck_cnt + 3'b1;
      end
    end
  end
  localparam IDLE = 'd0,
             SEND = 'd1,
             DONE = 'd2;
  reg [1:0] state;
  reg [7:0] din_reg;
  reg [2:0] ser_cnt_reg;
  reg clk_en;
  always @(negedge spi_clk, negedge arst_n)
  begin
    if (~arst_n)
    begin
      state  <= IDLE;
      din_reg     <= 8'b0;
      ser_cnt_reg <= 3'b0;
      clk_en <= 1'b0;
      sdin <= 1'b1;
      sdone <= 1'b0;
    end
    else
    begin
      case (state)
        IDLE:
        begin
          if(din_valid)
          begin
            din_reg <= din;
            state <= SEND;
            ser_cnt_reg <= 3'b0;
          end
        end
        SEND:
        begin
          sdin <= din_reg[7];
          din_reg <= {din_reg[6:0],1'b0};
          clk_en <= 1;
          if(ser_cnt_reg != 7)
            ser_cnt_reg <= ser_cnt_reg + 1;
          else
          begin
            state <= DONE;
          end
        end
        DONE:
        begin
          clk_en <= 0;
          sdone <= 1'b1;
          if(!din_valid)
          begin
            sdone <= 1'b0;
            state <= IDLE;
          end
        end
      endcase
    end
  end
  assign sclk = (clk_en)? spi_clk : 1'b1;
endmodule
module top_soc
  # (
      parameter CLK_FREQ = 100_000_000,
      parameter NEW_FREQ = 500
    )
    (
      input  i_clk,          
      input  i_reset,        
      output oled_spi_clk,
      output oled_spi_data,
      output oled_vdd,
      output oled_vbat,
      output oled_reset_n,
      output oled_dc_n,
      input  [7:0] i_data,
      input  i_data_valid,
      output o_done
    );
  oled_cntrl # (
               .CLK_FREQ(CLK_FREQ),
               .NEW_FREQ(NEW_FREQ)
             )
             oled_cntrl_inst (
               .i_clk(i_clk),
               .i_arst_n(!i_reset),  
               .data(i_data),
               .data_valid(i_data_valid),
               .done(o_done),
               .o_oled_vdd(o_oled_vdd),
               .o_oled_vbat(o_oled_vbat),
               .o_oled_rst_n(o_oled_rst_n),
               .o_oled_dc_n(o_oled_dc_n),
               .o_oled_sclk(o_oled_sclk),
               .o_oled_sdin(o_oled_sdin)
             );
endmodule
[flow/constraint.sdc]
current_design top_soc

set clk_period 4.5
set clk_io_pct 0.2

create_clock -name clk0 -period $clk_period [get_ports {i_clk}]

set non_clock_inputs [all_inputs -no_clocks]
set_input_delay [expr $clk_period * $clk_io_pct] -clock clk0 $non_clock_inputs
set_output_delay [expr $clk_period * $clk_io_pct] -clock clk0 [all_outputs]
[flow/config.mk]
export PLATFORM = sky130hd
export DESIGN_NAME = top_soc
export DESIGN_NICKNAME = top_soc
export VERILOG_FILES = /design/flow/design.v
export SDC_FILE = /design/flow/constraint.sdc
export NUM_CORES = 4
export LEC_CHECK = 1
export CORE_UTILIZATION = 30
[flow/run.sh]
#!/bin/bash
# OpenROAD 26Q1-2900-gdf79404cd8, Yosys 0.63+post, stock flow scripts
make -C /OpenROAD-flow-scripts/flow DESIGN_CONFIG=/design/flow/config.mk WORK_HOME=/design/flow/orfs finish
==> results_dict.tcl <==
# place-and-route summary
set metrics [dict create \
    regMostFlops "oled_cntrl_inst.delay_gen_inst.tck_cnt" \
    synth_area_um2 3100 \
    maxSlewViolCount 0 \
    cts_buffers 5 \
    vias 2206 \
    rr_endpoint "oled_cntrl_inst.state[3]" \
    cts_root_buffer "clkbuf_8" \
    fin_worst_skew_ns 0.00447 \
    yosysMostFrequentCell "dfrtp_1" \
    grt_max_degree 56 \
    largest_area_cell "dfrtp_1" \
    largest_registers "oled_cntrl_inst.delay_gen_inst.tck_cnt x18, oled_cntrl_inst.colmn_addr x8" \
    ys_top_cells_by_count "47 x dfrtp_1, 37 x nor2_1, 31 x nand2_1" \
    syn_avg_cell_area_um2 9.50 \
    path_clk_slew_ns 0.09 \
    chipWidth_um 104 \
    synthCells 326 \
    dieHeight_um 104 \
    first_pass_iters 4 \
    hp-class "flip-flop to flip-flop" \
    finalCritPeriodShare 0.509 \
    row_count 36 \
    r2r_cells 5 \
    cts_tree "done" \
    required_ns 4.69 \
    dieArea_um2 10700 \
    peakVddDrop_mv 0.151 \
    rsz0062_at_grt "no" \
    synth-edff-count 0 \
    totalWireLength_um 5500 \
    hold_end "oled_cntrl_inst.spi_cntrl_inst.tck_cnt[0]" \
    synth_seq_share 0.445 \
    routedWlPerCell_um 12.0 \
    via_per_inst 4.81 \
    ys_area_um2 3100 \
    io_buffers 3 \
    top_cell_area_share 0.380 \
    num_antenna_cells 0 \
    antenna_found_initial 0 \
    gp_congestion 0.818 \
    whs_path_depth 1 \
    grt_pass1_vias 2142 \
    grt_pass1_wl_um 9920 \
    worstPathArrival_ns 2.48 \
    setup-tns-final_ns 0 \
    htreeDepth 2 \
    crit_path_start_kind "flip-flop" \
    postCtsSetupBuffers 0 \
    clock_latency_ns 0.30 \
    r2r_start "oled_cntrl_inst.state[2]" \
    p_leak_nw 1.45 \
    cts_buffer_depth 2 \
    cap_viol_max_count 0 \
    unclocked_pins 7 \
    ys_warn_count 17 \
    ctsHoldBuffers 0 \
    core_um2 9910 \
    ant_nets 0 \
    status "finished clean" \
    setup_violations 0 \
    dp_hpwl_um 3730 \
    r2r_slack_ns 2.21 \
    ys_types 62 \
    powerDensity_nw_per_um2 377 \
    area_leaders "dfrtp_1 38%, dfrtn_1 4.9%, nor2_1 4.5%" \
    path_class "flip-flop to flip-flop" \
    critPathMaxFanout 24 \
    max_freq_mhz 437 \
    drive_above_1_share 0.0890 \
    pin_count 18 \
    ff_type "dfrtp_1" \
    area_growth_pct 6.63 \
    drt_iter0_drc 106 \
    unconstrained_endpoints 7 \
    min_from "oled_cntrl_inst.spi_cntrl_inst.tck_cnt[0]" \
    cts_resized 0 \
    largest_reg_flops 18 \
    initial_core_util 0.312 \
    fin_area_um2 3300 \
    timing.hold.ws_ns 0.459 \
    n_fill_cell 1006 \
    drc 0 \
    warnings 37 \
    tightest_slew_ns 0.725 \
    grt_overflow 0 \
    yosys-stat-cells 326 \
    grt_usage 0.111 \
    hold_viol_final 0 \
    place_area_um2 3210 \
    ys_seq_elements 55 \
    worst_setup_path_end_kind "flip-flop" \
    async_reset_ff_frac 1.00 \
    slew_headroom 0.517 \
    fin_crit_ns 2.29 \
]
layout make-up:
cell class	instances	area, um^2	share of cell area
tap	133	166	0.0504
sequential	55	1380	0.418
multi-input combinational	241	1560	0.472
inverter	18	67.6	0.0205
clock inverter	1	7.51	0.00227
clock buffer	7	86.3	0.0262
timing repair buffer	4	37.5	0.0114
cell usage in the layout, fill, tap and decap left out, types with 4 or more instances in the layout:
cell,count
conb_1,6
dfrtp_1,47
clkbuf_8,6
nand2b_1,4
xnor2_1,7
a21oi_1,12
dfrtn_1,6
o21ai_0,17
inv_1,16
ha_1,10
nor3_1,9
nand2_1,31
mux2i_1,5
nand4_1,9
nand3_1,6
nor2_1,37
and3_1,8
mux2_2,7
xor2_1,14
cells by family after synthesis:
logic type	synth area share
flip-flops	0.445
AND/OR/NAND/NOR	0.213
AND-OR/OR-AND	0.127
XOR/XNOR	0.0594
multiplexers	0.0562
other	0.00121
buffers and inverters	0.0578
adder cells (fa/ha/maj)	0.0404
layer usage:
layer  share of wire  GRT usage
met5               0          0
met4          0.0093     0.0145
met3           0.018     0.0103
met2            0.45      0.171
met1            0.52      0.177
worst max-delay path: stages (launching register included):
cell	delay [ns]
dfrtp_1	0.82
a21oi_1	0.24
nand2_1	0.14
a21oi_1	0.11
nor4_4	0.53
mux2_4	0.34
per-stage QoR:
| stage | cells | setup slack, ns | power, mW | util |
|---|---|---|---|---|
| 6_report | 459 | 2.21 | 1.25 | 0.333 |
| 5_1_grt | 459 | 2.09 | 1.33 | 0.333 |
| 4_1_cts | 459 | 2.21 | 1.26 | 0.333 |
| 3_5_place_dp | 451 | 1.95 | 0.983 | 0.324 |
| 3_3_place_gp | 451 | 1.96 | 0.983 | 0.324 |
| 2_1_floorplan | 331 | 2.26 | 0.930 | - |
where the power goes:
part,switching (mW),leakage (nW),internal [mW],total (mW)
Clock,0.146,0.0445,0.125,0.272
Combinational,0.202,0.694,0.205,0.407
Sequential,0.0929,0.711,0.474,0.567
Total,0.441,1.45,0.805,1.25
how the worst max path moves through the flow:
stage,start,endpoint,cells after the start
CTS,oled_cntrl_inst.state[2],oled_cntrl_inst.state[3],5
global route,oled_cntrl_inst.state[2],oled_cntrl_inst.state[3],5
finish,oled_cntrl_inst.state[2],oled_cntrl_inst.state[3],5
Power is estimated from default activity; no workload was simulated.
